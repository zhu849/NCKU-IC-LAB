===== design/flow/config.mk =====
export PLATFORM = sky130hd
export DESIGN_NAME = PSE
export DESIGN_NICKNAME = PSE
export VERILOG_FILES = /design/flow/design.v
export SDC_FILE = /design/flow/constraint.sdc
export NUM_CORES = 4
export LEC_CHECK = 1
export CORE_UTILIZATION = 30

===== design/flow/run.sh =====
#!/bin/bash
# OpenROAD 26Q1-2900-gdf79404cd8, Yosys 0.63+post, stock flow scripts
make -C /OpenROAD-flow-scripts/flow DESIGN_CONFIG=/design/flow/config.mk WORK_HOME=/design/flow/orfs finish

===== design/flow/constraint.sdc =====
current_design PSE

set clk_period 41.9
set clk_io_pct 0.2

create_clock -name clk0 -period $clk_period [get_ports {clk}]

set non_clock_inputs [all_inputs -no_clocks]
set_input_delay [expr $clk_period * $clk_io_pct] -clock clk0 $non_clock_inputs
set_output_delay [expr $clk_period * $clk_io_pct] -clock clk0 [all_outputs]

===== design/flow/design.v =====
module PSE ( clk,reset,Xin,Yin,point_num,valid,Xout,Yout);
input clk;
input reset;
input [9:0] Xin;
input [9:0] Yin;
input [2:0] point_num;
output 		valid;
output[9:0] Xout;
output[9:0] Yout;
parameter	[1:0] IDLE		= 2'b00,
				  INPUT 	= 2'b01,
				  PROCESS 	= 2'b10,
				  OUTPUT 	= 2'b11;
reg 			  valid;
reg 		[1:0] current_state, next_state;
reg			[9:0] Xout;
reg 		[9:0] Yout;
reg 		[9:0] x_a[7:0];
reg 		[9:0] y_a[7:0];
reg 		[9:0] xout_a[6:0];
reg 		[9:0] yout_a[6:0];
reg 		[2:0] index;
reg			input_over;
reg 		output_over;
reg 		process_over;
reg			[10:0] Ax, Ay, Bx, By, neg_multiplicand; 
reg 		[22:0] AxBy, BxAy;
reg 		[2:0] position; 
reg 		[2:0] i; 
reg 		[3:0] k; 
initial
begin
	index = 0;
end
	always@(posedge clk or posedge reset)begin
		if(reset)begin
			current_state <= INPUT;
		end
		else begin
			current_state <= next_state;
		end
	end
	always @(current_state or input_over or process_over or output_over) begin
		case(current_state)
			IDLE: next_state = current_state;
			INPUT:begin
				if(input_over)
					next_state = PROCESS;
				else 
					next_state = INPUT;
			end
			PROCESS:begin
				if(process_over)
					next_state = OUTPUT;
				else 
					next_state = PROCESS;
			end
			OUTPUT:begin
				if(output_over)
					next_state = INPUT;
				else 
					next_state = OUTPUT;
			end
			default: next_state = current_state;
		endcase  
	end
	always@(posedge clk)begin
		if(current_state == INPUT && ~input_over && ~reset)begin
			process_over = 0;
			output_over = 0;
			valid = 0; 
			x_a[index] = Xin;
			y_a[index] = Yin;
			xout_a[0] = x_a[0];
			yout_a[0] = y_a[0];
			index = index + 1;
			if(index == point_num)begin
				input_over = 1;
				index = 1;
				position = 1;
				i=1;
			end
			else 
				input_over = 0;
		end
		else if(current_state == PROCESS && ~process_over && ~reset)begin
			input_over = 0;
			output_over = 0;
			Ax = x_a[index] - x_a[0];
			Ay = y_a[index] - y_a[0];
			case(i)
				3'b000:begin
					Bx = Bx;
					By = By;
				end
				3'b001:begin
					Bx = x_a[1] - x_a[0];
					By = y_a[1] - y_a[0];
				end
				3'b010:begin
					Bx = x_a[2] - x_a[0];
					By = y_a[2] - y_a[0];
				end
				3'b011:begin
					Bx = x_a[3] - x_a[0];
					By = y_a[3] - y_a[0];
				end
				3'b100:begin
					Bx = x_a[4] - x_a[0];
					By = y_a[4] - y_a[0];
				end
				3'b101:begin
					Bx = x_a[5] - x_a[0];
					By = y_a[5] - y_a[0];
				end
				3'b110:begin
					Bx = x_a[6] - x_a[0];
					By = y_a[6] - y_a[0];
				end
				3'b111:begin
					Bx = Bx;
					By = By;
				end
				default:begin
					Bx = Bx;
					By = By;
				end	
			endcase
			if(i!=index)begin
				AxBy[22:0] = {11'b0,By[10:0],1'b0};
				neg_multiplicand = (~Ax)+1;
				for(k=0;k<11;k=k+1)begin
					case(AxBy[1:0])
						2'b01: AxBy[22:12] = AxBy[22:12] + Ax[10:0];
						2'b10: AxBy[22:12] = AxBy[22:12] + neg_multiplicand;
						default: AxBy = AxBy;
					endcase  
					if(AxBy[22] == 1'b1) 
						AxBy = {1'b1, AxBy[22:1]};
					else 
						AxBy = AxBy >> 1;
				end
				BxAy[22:0] = {11'b0,Ay[10:0],1'b0};
				neg_multiplicand = (~Bx)+1;
				for(k=0;k<11;k=k+1)begin
					case(BxAy[1:0])
						2'b01: BxAy[22:12] = BxAy[22:12] + Bx[10:0];
						2'b10: BxAy[22:12] = BxAy[22:12] + neg_multiplicand;
						default:BxAy = BxAy;
					endcase  
					if(BxAy[22]==1'b1)
						BxAy = {1'b1, BxAy[22:1]};
					else
						BxAy = BxAy >> 1;
				end
				case({AxBy[22],BxAy[22]})
					2'b00:begin
						if(AxBy > BxAy) 
							position = position + 1;
						else
							position = position;
					end
					2'b01:position = position + 1;
					2'b10:position = position;
					2'b11:begin
						if(AxBy > BxAy) 
							position = position + 1;
						else
							position = position;
					end
					default:position = position;
				endcase
			end
			i = i + 1;
			if(i == point_num)begin 
				xout_a[position] = x_a[index];
				yout_a[position] = y_a[index];
				i=1;	
				position = 1;
				index = index + 1;	
				if(index == point_num)begin
					process_over = 1;
					index = 0;
				end				
				else
					process_over = 0;			
			end
			else begin
				process_over = 0;
				index = index;
				position = position;
				i = i;
			end
		end
		else if(current_state == OUTPUT && ~output_over && ~reset)begin
			input_over = 0;
			process_over = 0;
			valid = 1;
			Xout = xout_a[index];
			Yout = yout_a[index];
			index = index + 1;
			if(index == point_num)begin
				output_over = 1;
				index = 0;
			end
			else	
				output_over = 0;
		end
		else begin
			input_over = 0;
			process_over = 0;
			output_over = 0;
		end
	end
endmodule

==> impl_metrics.toml <==
# implementation run metrics
[drt]
drc = 0
antenna_left = 0
wl_per_cell_um = 19.5
vias_per_cell = 5.15
drt_pass1_iterations = 14
initialDrtViolationCount = 1664
vias = 24403
num_antenna_cells = 0
wl_um = 92400

[clocking]
clk_latency_ps = 570
hold_buffers = 0
clock_sinks = 358
post_cts_resized = 0
post_cts_buffers = 0
clkTransAtPathRegs_ps = 60
htreeDepth = 2
cts_root_buffer = "clkbuf_16"
cts_made_buffers = 40
cts_max_path_buffers = 3
cts_tree = "yes"

[place]
io_buffers = 45
postPlaceCellArea_um2 = 33600
place.gp.congestion = 0.922
dp_hpwl_um = 68000
dp_cells = 4670

[grt]
grt_usage = 0.179
grt_pass1_vias = 23811
grt_max_degree = 56
grt_overflow = 0
antenna_found_initial = 1
grt_first_pass_wirelength_um = 142000

[timing]
clock_skew_ps = 28.3
period_used_share = 0.545
setup_viol = 0
rsz0062_at_grt = "no"
tightest_slew_ps = 842
hold_violations = 0
setup-tns-final_ps = 0
min_period_ps = 22850
timing.fmax_mhz = 43.8
slew_viol_final = 0
max-slew-margin-rel = 0.432

[yosys]
synth_cells = 3326
area_leaders = "edfxtp_1 (34%), ha_1 (12%), xnor2_1 (7.8%)"
synth.avg_cell_area_um2 = 9.42
flop_cell = "edfxtp_1"
top_area_frac = 0.336
edf_count = 351
synth_area_leader_cell = "edfxtp_1"
ys_types = 100
yosys_warnings = 5
ys_cells = 3326
ys.flops = 358
yosys_area_um2 = 31300
seq_area_frac_synth = 0.341
syn_area_um2 = 31300
async_flop_share = 0.00838

[flow_run]
tool_warnings = 34
maxCapViolCount = 0

[critical_path]
path_delay_family = "simple AND/OR/NAND/NOR gates"
cp_max_fo = 44
crit_path_end_kind = "flop"
cpMostUsedCell = "ha_1"
slowest_stage = "fa_1"
cp_num_buf_inv = 8
cp.required_ps = 42120
worst_path_largest_cell_delay_ps = 870
arrival_ps = 23070
path_class = "flop to flop"
startpoint_type = "flop"

[finish]
drive_above_1_share = 0.105
design_area_um2 = 34900
stdcell_count = 4742
n_fill_cell = 10225
syn_to_final_growth_pct = 11.3

[floorplanning]
rows = 118
die_w_um = 325
core_area_um2 = 103000
floorplan.core_util = 0.303
dieArea_um2 = 106000
io_pins = 46
die_h_um = 325

[power]
power.leakage_uw = 0.0137
p_per_area_nw_per_um2 = 21.2
ir_worst_vdd_mv = 0.0228
power_uw = 738

[status]
status = "finished clean"

[min_path]
hp-class = "flop to flop"
[where the power goes]
part / internal [uW] / switching (uW) / total [uW]
combinational: 2.39 / 3.87 / 6.28
sequential: 390 / 0 / 390
clock: 200 / 143 / 343
total: 592 / 147 / 738
[layout by cell type (no fill, tap or decap), types with 53 or more instances in the layout]
master,count
nor2b_1,55
nand3_1,53
buf_4,89
a222oi_1,60
nor2_1,197
edfxtp_1,351
a21oi_1,222
o21ai_0,121
mux2_2,137
nand2_1,439
ha_1,294
xor2_1,94
a21o_1,81
o21bai_1,70
inv_1,172
xnor2_1,277
[worst paths after layout]
| check | from | to | slack, ps | depth (start not counted) |
|---|---|---|---|---|
| min in group asynchronous | reset | current_state[1] | 8130 | 2 |
| setup / recovery | index[2] | xout_a[6][6] | 19050 | 88 |
| max in group asynchronous | reset | current_state[0] | 33540 | 2 |
| hold reg to reg | output_over | current_state[0] | 440 | 2 |
| setup reg to reg | index[2] | xout_a[6][6] | 19050 | 88 |
| hold / removal | output_over | current_state[0] | 440 | 2 |
[sequential cells by signal, indices dropped and copies added, names as in the netlist]
| name | flops |
|---|---|
| xout_a | 70 |
| position | 3 |
| Yout | 10 |
| current_state | 3 |
| Xout | 10 |
| yout_a | 70 |
| output_over | 1 |
| valid | 1 |
| Bx | 11 |
| input_over | 1 |
| By | 11 |
| y_a | 80 |
| index | 3 |
| x_a | 80 |
| i | 3 |
| process_over | 1 |
[stage by stage]
stage	hold WS, ps	setup WS [ps]	util
global route	471	17280	0.337
detailed placement	423	19230	0.325
CTS	435	19110	0.337
global placement	419	19520	0.325
floorplan	378	20370	-
finish	437	19050	0.337
[worst register-to-register path: cells and delay by family (launching register included)]
kind	cells	cell delay, ps
DFF	1	320
xor gates and xnor gates	18	3850
AOI/OAI and AO/OA	22	5270
and+or+nand+nor	24	6080
adders and majority gates	14	4760
muxes	2	430
buffers and inverters	8	1760
[routing by layer]
| layer | share of wire | vias to the layer above | GRT usage |
|---|---|---|---|
| met2 | 0.46 | 771 | 0.287 |
| li1 | - | 12069 | - |
| met1 | 0.43 | 11450 | 0.240 |
| met4 | 0.021 | 2 | 0.0332 |
| met3 | 0.089 | 111 | 0.0610 |
| met5 | 0.00022 | - | 0.00136 |
[cell usage after synthesis (38+ instances only)]
cell      count
nand2_1     439
edfxtp_1    351
ha_1        296
xnor2_1     278
a21oi_1     223
nor2_1      207
inv_1       173
clkbuf_1    145
mux2_2      137
o21ai_0     121
xor2_1       94
a21o_1       81
o21bai_1     70
a222oi_1     60
nor2b_1      56
nand3_1      53
a31oi_1      43
nor3_1       40
o21a_1       38
[kinds of logic (layout without fill, tap and decap cells)]
logic type | count (synthesis) | after routing | share of synthesized area
buffers and inverters | 349 | 385 | 0.0423
AND/OR/NAND/NOR | 937 | 937 | 0.134
multiplexers | 163 | 163 | 0.0577
adder cells (fa/ha/maj) | 320 | 320 | 0.134
XOR/XNOR | 388 | 388 | 0.116
AND-OR/OR-AND | 811 | 811 | 0.175
flip-flops | 358 | 358 | 0.341
[cell type report]
class                      count  area [um^2]  share of cell area
inverter                     179          672              0.0193
sequential                   358        10700               0.307
clock buffer                  47         1030              0.0295
clock inverter                25          229             0.00657
timing repair buffer         134         1120              0.0321
tap                         1380         1730              0.0495
multi-input combinational   2619        19400               0.556
Power and IR drop assume default switching activity.

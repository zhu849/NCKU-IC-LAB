==> design/flow/design.v <==
`timescale 1ns/10ps
module MFE(clk,reset,busy,ready,iaddr,idata,data_rd,data_wr,addr,wen);
	input				clk;
	input				reset;
	output				busy;	
	input				ready;
	output	[13:0]		iaddr;
	input	[7:0]		idata;	
	input	[7:0]		data_rd;
	output	[7:0]		data_wr;
	output	[13:0]		addr;
	output				wen;
	parameter [3:0] IDLE			=	4'b0000,
					COM_REG_LOAD 	= 	4'b0001,
					COMPARE_1 		=   4'b0010,
					COMPARE_2		= 	4'b0011,
					COMPARE_3 		=   4'b0100,
					COMPARE_4 		= 	4'b0101,
					COMPARE_5 		= 	4'b0110,
					COMPARE_6 		= 	4'b0111,
					COMPARE_7 		=   4'b1000,
					COMPARE_8 		= 	4'b1001,
					COMPARE_9 		= 	4'b1010,
					OUTPUT 			= 	4'b1011,
					OUTPUT_OVER 	=   4'b1100,
					VALID 			= 	4'b1101;
	reg 				busy;
	reg 	[13:0] 		iaddr;
	reg 	[7:0] 		data_wr;
	reg 	[13:0] 		addr;
	reg 				wen;
	reg		[3:0]		current_state, next_state, state_counter; 
	reg 	[13:0]		counter;  
	reg 	[3:0] 		position_counter;  
	reg 				next_set;  
	reg 	[7:0]		com_reg [8:0];  
	always@(*)begin
		case(current_state)
			IDLE:begin
				if(ready)
					next_state = COM_REG_LOAD;
				else 
					next_state = IDLE;
			end
			COM_REG_LOAD:
			begin
				if(state_counter == 1)
					next_state = COMPARE_1;
				else 
					next_state = COM_REG_LOAD;
			end
			COMPARE_1:
			begin
				if(state_counter == 2)
					next_state = COMPARE_2;
				else 
					next_state = COMPARE_1;
			end
			COMPARE_2:
			begin
				if(state_counter == 3)
					next_state = COMPARE_3;
				else 
					next_state = COMPARE_2;				
			end
			COMPARE_3:
			begin
				if(state_counter == 4)
					next_state = COMPARE_4;
				else 
					next_state = COMPARE_3;
			end
			COMPARE_4:
			begin
				if(state_counter == 5)
					next_state = COMPARE_5;
				else 
					next_state = COMPARE_4;
			end
			COMPARE_5:
			begin
				if(state_counter == 6)
					next_state = COMPARE_6;
				else 
					next_state = COMPARE_5;
			end
			COMPARE_6:
			begin
				if(state_counter == 7)
					next_state = COMPARE_7;
				else 
					next_state = COMPARE_6;
			end
			COMPARE_7:
			begin
				if(state_counter == 8)
					next_state = COMPARE_8;
				else 
					next_state = COMPARE_7;				
			end
			COMPARE_8:
			begin
				if(state_counter == 9)
					next_state = COMPARE_9;
				else 
					next_state = COMPARE_8;
			end
			COMPARE_9:
			begin
				if(state_counter == 10)
					next_state = OUTPUT;
				else 
					next_state = COMPARE_9;
			end
			OUTPUT: next_state = OUTPUT_OVER;
			OUTPUT_OVER:
			begin
				if(counter == 16383)
					next_state = VALID;
				else 
					next_state = COM_REG_LOAD;
			end
			VALID: next_state = VALID;
		endcase
	end
	always @(posedge clk or posedge reset) begin : state_machine
		if(reset) 
		begin
			 current_state <= IDLE;
			 state_counter <= 0;
			 counter <= 0;
			 busy <= 0;
			 iaddr <= 0;
			 next_set <= 0;
			 position_counter <= 0;
		end 
		else 
		begin
			 current_state <= next_state;
			 case(current_state)
			 	IDLE: 
			 	begin
			 		busy <= 1'b1;
			 		state_counter <= 0;
			 	end
				COM_REG_LOAD:
				begin
					if(next_set)
						com_reg[position_counter-1] <= idata;
					else
						com_reg[position_counter-1] <= 1'b0;
					case(position_counter)
						0:
						begin
							if((counter&14'b00000001111111)==0 || (counter<128))
								next_set <= 1'b0;
							else
							begin
								iaddr <= counter-14'b00000010000001;	
								next_set <= 1'b1;
							end		
						end
						1:
						begin
							if(counter<128)
								next_set <= 1'b0;
							else
							begin
								iaddr <= counter-14'b00000010000000;
								next_set <= 1'b1;
							end				
						end
						2:
						begin
							if((counter&14'b00000001111111)==127 || (counter<128))
								next_set <= 1'b0;
							else 
							begin
								iaddr <= counter-14'b00000001111111;
								next_set <= 1'b1;
							end					
						end
						3:
						begin
							if((counter&14'b00000001111111)==0)
								next_set <= 1'b0;
							else 
							begin
								iaddr <= counter-14'b00000000000001;
								next_set <= 1'b1;
							end						
						end
						4:
						begin
							iaddr <= counter;
							next_set <= 1'b1;
						end
						5: 
						begin
							if((counter&14'b00000001111111)==127)
								next_set <= 1'b0;
							else
							begin
								iaddr <= counter+14'b00000000000001;
								next_set <= 1'b1;
							end							
						end
						6:
						begin
							if((counter&14'b00000001111111)==0 || (counter>16255))
								next_set <= 1'b0;
							else
							begin
								iaddr <= counter+14'b00000001111111;
								next_set <= 1'b1;
							end							
						end
						7:
						begin
							if(counter>16255)
								next_set <= 1'b0;
							else
							begin
								iaddr <= counter+14'b00000010000000;
								next_set <= 1'b1;
							end								
						end
						8:
						begin
							if((counter&14'b00000001111111)==127 || (counter>16255))
								next_set <= 1'b0;
							else
							begin
								iaddr <= counter+14'b00000010000001;
								next_set <= 1'b1;
							end							
						end
					endcase
					position_counter <= position_counter + 1'b1;
					if(position_counter == 8)
						state_counter <= state_counter + 1'b1;
				end
				COMPARE_1:
				begin					
					if(com_reg[0]<com_reg[1])
					begin
						com_reg[0] <= com_reg[1];
						com_reg[1] <= com_reg[0];
					end
					else
					begin
						com_reg[0] <= com_reg[0];
						com_reg[1] <= com_reg[1];
					end
					if(com_reg[2]<com_reg[3])
					begin
						com_reg[2] <= com_reg[3];
						com_reg[3] <= com_reg[2];	
					end
					else
					begin
						com_reg[2] <= com_reg[2];
						com_reg[3] <= com_reg[3];
					end
					if(com_reg[4]<com_reg[5])
					begin
						com_reg[4] <= com_reg[5];
						com_reg[5] <= com_reg[4];	
					end
					else
					begin
						com_reg[4] <= com_reg[4];
						com_reg[5] <= com_reg[5];
					end	
					if(com_reg[6]<com_reg[7])
					begin
						com_reg[6] <= com_reg[7];
						com_reg[7] <= com_reg[6];	
					end
					else
					begin
						com_reg[6] <= com_reg[6];
						com_reg[7] <= com_reg[7];
					end
					state_counter <= state_counter + 1'b1;
				end
				COMPARE_2:
				begin
					if(com_reg[0]<com_reg[2])
					begin
						com_reg[0] <= com_reg[2];
						com_reg[1] <= com_reg[0];	
					end
					else
					begin
						com_reg[0] <= com_reg[0];
						com_reg[1] <= com_reg[2];
					end					
					if(com_reg[1]<com_reg[3])
					begin
						com_reg[2] <= com_reg[3];
						com_reg[3] <= com_reg[1];	
					end
					else
					begin
						com_reg[2] <= com_reg[1];
						com_reg[3] <= com_reg[3];
					end	
					if(com_reg[4]<com_reg[6])
					begin
						com_reg[4] <= com_reg[6];
						com_reg[5] <= com_reg[4];	
					end
					else
					begin
						com_reg[4] <= com_reg[4];
						com_reg[5] <= com_reg[6];
					end
					if(com_reg[5]<com_reg[7])
					begin
						com_reg[6] <= com_reg[7];
						com_reg[7] <= com_reg[5];	
					end
					else
					begin
						com_reg[6] <= com_reg[5];
						com_reg[7] <= com_reg[7];
					end
					state_counter <= state_counter + 1'b1;
				end
				COMPARE_3:
				begin
					if(com_reg[0]<com_reg[4])
					begin
						com_reg[0] <= com_reg[4];
						com_reg[1] <= com_reg[0];	
					end
					else
					begin
						com_reg[0] <= com_reg[0];
						com_reg[1] <= com_reg[4];
					end					
					if(com_reg[1]<com_reg[5])
					begin
						com_reg[2] <= com_reg[5];
						com_reg[3] <= com_reg[1];	
					end
					else
					begin
						com_reg[2] <= com_reg[1];
						com_reg[3] <= com_reg[5];
					end	
					if(com_reg[2]<com_reg[6])
					begin
						com_reg[4] <= com_reg[6];
						com_reg[5] <= com_reg[2];	
					end
					else
					begin
						com_reg[4] <= com_reg[2];
						com_reg[5] <= com_reg[6];
					end
					if(com_reg[3]<com_reg[7])
					begin
						com_reg[6] <= com_reg[7];
						com_reg[7] <= com_reg[3];	
					end
					else
					begin
						com_reg[6] <= com_reg[3];
						com_reg[7] <= com_reg[7];
					end
					state_counter <= state_counter + 1'b1;
				end
				COMPARE_4:
				begin
					com_reg[0] <= com_reg[0];
					com_reg[7] <= com_reg[7];
					if(com_reg[1]<com_reg[2])
					begin
						com_reg[1] <= com_reg[2];
						com_reg[2] <= com_reg[1];	
					end
					else
					begin
						com_reg[1] <= com_reg[1];
						com_reg[2] <= com_reg[2];
					end					
					if(com_reg[3]<com_reg[4])
					begin
						com_reg[3] <= com_reg[4];
						com_reg[4] <= com_reg[3];	
					end
					else
					begin
						com_reg[3] <= com_reg[3];
						com_reg[4] <= com_reg[4];
					end	
					if(com_reg[5]<com_reg[6])
					begin
						com_reg[5] <= com_reg[6];
						com_reg[6] <= com_reg[5];	
					end
					else
					begin
						com_reg[5] <= com_reg[5];
						com_reg[6] <= com_reg[6];
					end
					state_counter <= state_counter + 1'b1;
				end
				COMPARE_5:
				begin
					com_reg[0] <= com_reg[0];
					com_reg[5] <= com_reg[5];
					com_reg[6] <= com_reg[6];
					com_reg[7] <= com_reg[7];
					if(com_reg[1]<com_reg[3])
					begin
						com_reg[1] <= com_reg[3];
						com_reg[2] <= com_reg[1];	
					end
					else
					begin
						com_reg[1] <= com_reg[1];
						com_reg[2] <= com_reg[3];
					end
					if(com_reg[2]<com_reg[4])
					begin
						com_reg[3] <= com_reg[4];
						com_reg[4] <= com_reg[2];	
					end
					else
					begin
						com_reg[3] <= com_reg[2];
						com_reg[4] <= com_reg[4];
					end
					state_counter <= state_counter + 1'b1;
				end
				COMPARE_6:
				begin
					com_reg[0] <= com_reg[0];
					com_reg[3] <= com_reg[2];
					com_reg[4] <= com_reg[3];
					com_reg[7] <= com_reg[7];
					if(com_reg[1]<com_reg[5])
					begin
						com_reg[1] <= com_reg[5];
						com_reg[2] <= com_reg[1];	
					end
					else
					begin
						com_reg[1] <= com_reg[1];
						com_reg[2] <= com_reg[5];
					end
					if(com_reg[4]<com_reg[6])
					begin
						com_reg[5] <= com_reg[6];
						com_reg[6] <= com_reg[4];	
					end
					else
					begin
						com_reg[5] <= com_reg[4];
						com_reg[6] <= com_reg[6];
					end
					state_counter <= state_counter + 1'b1;				
				end
				COMPARE_7:
				begin
					com_reg[0] <= com_reg[0];
					com_reg[1] <= com_reg[1];
					com_reg[6] <= com_reg[6];
					com_reg[7] <= com_reg[7];
					if(com_reg[2]<com_reg[3])
					begin
						com_reg[2] <= com_reg[3];
						com_reg[3] <= com_reg[2];	
					end
					else
					begin
						com_reg[2] <= com_reg[2];
						com_reg[3] <= com_reg[3];
					end
					if(com_reg[4]<com_reg[5])
					begin
						com_reg[4] <= com_reg[5];
						com_reg[5] <= com_reg[4];	
					end
					else
					begin
						com_reg[4] <= com_reg[4];
						com_reg[5] <= com_reg[5];
					end
					state_counter <= state_counter + 1'b1;		
				end
				COMPARE_8:
				begin
					com_reg[0] <= com_reg[0];
					com_reg[1] <= com_reg[1];
					com_reg[6] <= com_reg[6];
					com_reg[7] <= com_reg[7];
					if(com_reg[2]<com_reg[4])
					begin
						com_reg[2] <= com_reg[4];
						com_reg[3] <= com_reg[2];	
					end
					else
					begin
						com_reg[2] <= com_reg[2];
						com_reg[3] <= com_reg[4];
					end
					if(com_reg[3]<com_reg[5])
					begin
						com_reg[4] <= com_reg[5];
						com_reg[5] <= com_reg[3];	
					end
					else
					begin
						com_reg[4] <= com_reg[3];
						com_reg[5] <= com_reg[5];
					end
					state_counter <= state_counter + 1'b1;						
				end
				COMPARE_9:
				begin
					com_reg[0] <= com_reg[0];
					com_reg[1] <= com_reg[1];
					com_reg[2] <= com_reg[2];
					com_reg[5] <= com_reg[5];
					com_reg[6] <= com_reg[6];
					com_reg[7] <= com_reg[7];
					if(com_reg[3]<com_reg[4])
					begin
						com_reg[3] <= com_reg[4];
						com_reg[4] <= com_reg[3];	
					end
					else
					begin
						com_reg[3] <= com_reg[3];
						com_reg[4] <= com_reg[4];
					end
					state_counter <= state_counter + 1'b1;		
				end
				OUTPUT:
				begin	
					if((com_reg[4] < com_reg[8]) && (com_reg[8] < com_reg[3]))
						data_wr <= com_reg[8];
					else if(com_reg[8] >= com_reg[3])
						data_wr <= com_reg[3];
					else
						data_wr <= com_reg[4];
					wen <= 1'b1;
					addr <= counter;
				end
				OUTPUT_OVER:
				begin
					counter <= counter + 1'b1;
					position_counter <= 0;
					state_counter <= 1'b0;
					if(counter == 16383)
						busy <= 0;
				end
			 endcase  
		end
	end
endmodule
==> design/flow/run.sh <==
#!/bin/bash
# OpenROAD 26Q1-2900-gdf79404cd8, Yosys 0.63+post, stock flow scripts
make -C /OpenROAD-flow-scripts/flow DESIGN_CONFIG=/design/flow/config.mk WORK_HOME=/design/flow/orfs finish
==> design/flow/config.mk <==
export PLATFORM = sky130hd
export DESIGN_NAME = MFE
export DESIGN_NICKNAME = MFE
export VERILOG_FILES = /design/flow/design.v
export SDC_FILE = /design/flow/constraint.sdc
export NUM_CORES = 4
export LEC_CHECK = 1
export CORE_UTILIZATION = 40
==> design/flow/constraint.sdc <==
current_design MFE

set clk_period 8.9
set clk_io_pct 0.2

create_clock -name clk0 -period $clk_period [get_ports {clk}]

set non_clock_inputs [all_inputs -no_clocks]
set_input_delay [expr $clk_period * $clk_io_pct] -clock clk0 $non_clock_inputs
set_output_delay [expr $clk_period * $clk_io_pct] -clock clk0 [all_outputs]
==> impl_metrics.py <==
# Generated from Yosys and OpenROAD reports
metrics = {
    "logic_synthesis": {
        "ys.flop_type": "edfxtp_1",
        "avgSynthCellArea_um2": 8.35,
        "async_flop_share": 0.300,
        "yosysUniqueCellTypes": 78,
        "netlist_area_mm2": 0.0142,
        "yosysCellCount": 1698,
        "ys_ff": 140,
        "yosysWarnings": 2,
        "edf_count": 94,
        "yosysChipArea_mm2": 0.0142,
        "syn_inst": 1698,
    },
    "worst_hold_path": {
        "min_path_type": "reg2reg",
        "min_path_cells": 1,
        "min_from": "iaddr[1]",
    },
    "worst_setup_path": {
        "cp-start-kind": "register",
        "critPathTopFamily": "AND-OR/OR-AND gates",
        "crit_chain": "inv_1 -> ha_1 -> inv_1 -> or3_1 -> a21o_1 -> ha_1 -> a2111oi_0 -> a21oi_1 -> o211a_1 -> nor3_1 -> o31ai_1 -> mux2_2",
        "reg2reg_from": "position_counter[0]",
        "critPathMaxFanout": 11,
        "crit_buf_inv": 2,
        "required_ns": 9.23,
        "cp.depth": 12,
        "crit_arrival_ns": 4.25,
        "worstSetupPathType": "reg2reg",
        "r2r_setup_slack_ns": 4.98,
        "cp-end-kind": "register",
        "slowest_delay_ns": 0.63,
        "startpoint": "position_counter[0]",
        "endpoint": "iaddr[10]",
        "cp_slowest_cell": "a2111oi_0",
        "reg2regPathDepth": 12,
        "timing.rr.end": "iaddr[10]",
    },
    "cts": {
        "cts_buffers": 17,
        "post_cts_resized": 0,
        "cts_tree": "built",
        "htreeDepth": 4,
        "holdBufCountCts": 0,
        "root_buffer": "clkbuf_16",
        "clk_latency_ns": 0.45,
        "clockBufferDepth": 2,
        "clkSlewWorstSetupHoldPaths_ns": 0.06,
        "post_cts_buffers": 0,
    },
    "cells_and_area": {
        "areaGrowthSynthToFinish_pct": 12.0,
        "drive_above_1_share": 0.0865,
        "fin_area_mm2": 0.0159,
        "largest_register_ffs": 72,
        "final_cell_mix": "nand2_1, ha_1, a21oi_1, o21ai_0, nor2_1",
        "n_fill_cell": 3301,
        "lay_top_count": "nand2_1",
    },
    "floorplan": {
        "die_y_um": 190,
        "fp_util": 0.408,
        "design.core.area_mm2": 0.0347,
        "die-area_mm2": 0.0362,
        "die_x_um": 190,
        "io_pins": 57,
        "placementRows": 68,
    },
    "timing": {
        "layout_worst_path_cycle_share": 0.441,
        "period_needed_ns": 3.92,
        "hold_viol_final": 0,
        "worstMarginPinSlew_ns": 0.867,
        "skew_ns": 0.0126,
        "tns_ns": 0,
        "rsz0062_at_grt": "false",
        "untimed_endpoints": 8,
        "finalSetupViolCount": 0,
        "unclocked_regs": 4,
        "max_freq_mhz": 255,
        "slew_viol_final": 0,
        "max_slew_margin": 0.418,
    },
    "placement": {
        "io_buffers": 47,
        "dpl_cell_area_mm2": 0.0153,
        "place_hpwl_mm": 38.0,
        "routabilityCongestion": 1.02,
    },
    "power": {
        "internal_power_mw": 1.22,
        "sw_frac_of_total": 0.308,
        "p_leak_nw": 6.91,
        "power_switching_mw": 0.542,
        "peakVddDrop_uv": 146,
        "p_clk_frac": 0.401,
        "powerDensity_mw_per_mm2": 111,
        "combPwrFrac": 0.187,
        "p_seq_frac": 0.412,
    },
    "routing": {
        "routedWlPerCell_um": 25.1,
        "initialDrtViolationCount": 1545,
        "route.detailed.vias_per_inst": 6.44,
        "vias": 14000,
        "ant_nets": 0,
        "drt_first_pass_iters": 10,
        "wl_mm": 54.6,
        "diodes": 0,
        "drc": 0,
    },
    "global_routing": {
        "grt_pass1_wl_mm": 82.2,
        "grt_start_max_net_pins": 56,
        "overflow": 0,
        "antenna_found_initial": 0,
        "grt_usage": 0.315,
        "grt_pass1_vias": 13100,
    },
    "job": {
        "drv_cap": 0,
        "tool_warnings": 42,
    },
    "outcome": {
        "outcome": "finished, final reports clean",
    },
}
==> layout make-up <==
cell class,instances,area (um2),area share
inverter,98,368,0.0232
clock buffer,20,489,0.0308
clock inverter,12,90.1,0.00568
sequential,140,3940,0.248
timing repair buffer,115,981,0.0618
tap,455,569,0.0359
multi-input combinational,1337,9440,0.595
==> Yosys cell counts (7+ instances only) <==
cell type,number,area (um2)
ha_1,159,1990
a211oi_1,16,120
o21a_1,16,120
edfxtp_1,94,2820
nand4_1,17,106
nor4_1,8,50.1
nor3_1,21,105
nor2_1,111,417
o211ai_1,11,82.6
o22ai_1,17,106
a22oi_1,33,248
a221oi_1,29,254
a32oi_1,14,123
o21ai_0,118,591
a21oi_1,129,646
o221ai_1,18,158
buf_1,10,37.5
dfrtp_1,42,1050
a2111oi_0,11,96.3
nand3_1,27,135
mux2_2,12,135
nand2_1,207,777
xor2_1,10,87.6
clkbuf_1,97,364
a21o_1,37,278
xnor2_1,24,210
a222oi_1,16,160
a211o_1,7,61.3
inv_1,98,368
nand2b_1,25,156
mux2i_1,96,961
nor2b_1,23,144
and3_1,12,75.1
a31oi_1,20,125
buf_2,10,50.1
==> worst min-delay path by stage <==
stage / end / slack (ns)
finish: iaddr[1] / 0.50
global route: iaddr[6] / 0.52
CTS: iaddr[1] / 0.51
==> cell families (layout without fill, tap and decap cells) <==
kind of cell | after synthesis | in the layout | synth area share
xor+xnor | 34 | 34 | 0.0210
buf+inv | 221 | 245 | 0.0615
simple gates | 489 | 489 | 0.161
latches | 4 | 4 | 0.00424
flops | 136 | 136 | 0.273
fa+ha+maj | 160 | 160 | 0.142
mux | 110 | 110 | 0.0789
compound gates | 543 | 543 | 0.258
other cells | 1 | 1 | 0.000265
==> worst reg2reg max path, delay by kind of cell (launching register included) <==
family / cells / cell delay [ns]
flip-flops: 1 / 0.49
adder cells (fa/ha/maj): 2 / 0.82
multiplexers: 1 / 0.28
buffers and inverters: 2 / 0.27
AND-OR/OR-AND: 5 / 1.48
AND/OR/NAND/NOR: 2 / 0.46
==> power groups by stage <==
stage     registers [mW]  logic (mW)  clock network [mW]
4_1_cts            0.724       0.322               0.716
5_1_grt            0.725       0.359               0.742
6_report           0.725       0.329               0.706
==> metal layers <==
metal | part of all wire | up-vias | GRT usage
li1 | - | 6370 | -
met1 | 0.41 | 6600 | 0.450
met2 | 0.42 | 862 | 0.445
met3 | 0.12 | 182 | 0.102
met4 | 0.056 | 0 | 0.134
met5 | 0 | - | 0
==> stage by stage <==
step	setup WS, ns	std cells	hold WS [ns]	power (mW)	utilization
floorplan	5.05	1698	0.423	0.938	-
global placement	4.99	2145	0.475	1.05	0.441
detailed placement	4.95	2145	0.489	1.06	0.441
CTS	5.00	2177	0.507	1.76	0.457
global route	4.57	2177	0.522	1.83	0.457
finish	4.98	2177	0.497	1.76	0.457
No activity file was given, so power comes from the tool's default toggle rates.
